==> run.sh <==
#!/bin/bash
# OpenROAD 26Q1-2900-gdf79404cd8, Yosys 0.63+post, stock flow scripts
make -C /OpenROAD-flow-scripts/flow DESIGN_CONFIG=/design/flow/config.mk WORK_HOME=/design/flow/orfs finish
==> config.mk <==
export PLATFORM = sky130hd
export DESIGN_NAME = spi_master
export DESIGN_NICKNAME = spi_master
export VERILOG_FILES = /design/flow/design.v
export SDC_FILE = /design/flow/constraint.sdc
export NUM_CORES = 4
export LEC_CHECK = 1
export CORE_AREA = 10 10 111 111
export DIE_AREA = 0 0 121 121
==> constraint.sdc <==
current_design spi_master

set clk_period 1.0
set clk_io_pct 0.2

create_clock -name clk0 -period $clk_period [get_ports {I_clk}]

set non_clock_inputs [all_inputs -no_clocks]
set_input_delay [expr $clk_period * $clk_io_pct] -clock clk0 $non_clock_inputs
set_output_delay [expr $clk_period * $clk_io_pct] -clock clk0 [all_outputs]
==> design.v <==
module clk_valid #(
	parameter	CLKDIVIDE	= 2,	 
	parameter	REGMODE		= "NOREG"	 
) (
	input		I_clk,
	input		I_rstn,
	output	O_valid
);
	localparam CNTWIDTH = $clog2(CLKDIVIDE);
	reg [CNTWIDTH-1:0] R_cnt;
	wire W_valid;
	always@(posedge I_clk or negedge I_rstn)
	if(!I_rstn) R_cnt<={CNTWIDTH{1'b0}};
	else if(W_valid) R_cnt<={CNTWIDTH{1'b0}};
	else R_cnt<=R_cnt+1'b1;
	assign W_valid = {R_cnt == (CLKDIVIDE - 1'b1)};
	generate
		case(REGMODE)
			"NOREG":assign O_valid = W_valid;
			"OUTREG":begin
						reg R_valid;
						always@(posedge I_clk or negedge I_rstn)
						if(!I_rstn) R_valid<=1'b0;
						else R_valid<=W_valid;
						assign O_valid = R_valid;
				end
		endcase
	endgenerate
endmodule
module spi_master #(
	parameter	CPOL			= 0,	 
	parameter	CPHA			= 1,	 
	parameter	DATAWIDTH	= 8,	 
	parameter	CLKDIV		= 8	 
) (
	input					I_clk,
	input					I_rstn,
	input	[DATAWIDTH-1:0]	I_send_data,
	input					I_valid,
	output	[DATAWIDTH-1:0]	O_recv_data,
	output					O_busy,
	output			O_cs,
	output			O_sclk,
	output			O_mosi,
	input			I_miso
);
	localparam CNTWIDTH = $clog2(DATAWIDTH);
	reg [DATAWIDTH:0] R_send_data;
	reg [DATAWIDTH-1:0] R_recv_data;
	reg [CNTWIDTH+1:0] R_cnt;
	wire W_clk_en;
	reg R_shifter_en;
	wire W_shifter_end;
	reg R_transfer_en;
	wire W_transfer_end;
	clk_valid #(
		.CLKDIVIDE		(CLKDIV/2),
		.REGMODE		("NOREG")
	) clk_valid_u(
		.I_clk		(I_clk),
		.I_rstn		(R_transfer_en),
		.O_valid		(W_clk_en)
	);
	always@(posedge I_clk or negedge I_rstn)
	if(!I_rstn) R_cnt<={(CNTWIDTH+2){1'b0}};
	else if(W_transfer_end) R_cnt<={(CNTWIDTH+2){1'b0}};
	else if(W_clk_en) R_cnt<=R_cnt+1'b1;
	else R_cnt<=R_cnt;
	assign W_transfer_end = (R_cnt == (DATAWIDTH*2)) && W_clk_en;
	always@(posedge I_clk or negedge I_rstn)
	if(!I_rstn) R_transfer_en<=1'b0;
	else if(I_valid) R_transfer_en<=1'b1;
	else if(W_transfer_end) R_transfer_en<=1'b0;
	else R_transfer_en<=R_transfer_en;
	always@(posedge I_clk or negedge I_rstn)
	if(!I_rstn) R_send_data<={(DATAWIDTH+1){1'b0}};
	else if(I_valid) R_send_data<= ( CPHA ? {1'b0,I_send_data} : {I_send_data,1'b0});
	else if(W_clk_en && (R_cnt[0] ^ CPHA)) R_send_data<={R_send_data[DATAWIDTH-1:0],1'b0};
	else R_send_data<=R_send_data;
	always@(posedge I_clk or negedge I_rstn)
	if(!I_rstn) R_recv_data<={DATAWIDTH{1'b0}};
	else if(W_clk_en && (R_cnt[0] ^ (!CPHA))) R_recv_data<={I_miso,R_recv_data[DATAWIDTH-1:1]};
	else R_recv_data<=R_recv_data;
	assign O_busy = R_transfer_en;
	assign O_recv_data = R_recv_data;
	assign O_sclk = R_cnt[0] ^ CPOL;
	assign O_cs = !R_transfer_en; 
	assign O_mosi = R_send_data[DATAWIDTH];
endmodule
==> ci_impl_report.md <==
## PnR job results

| Metric | Value |
|---|---|
| Hold_ws | about 0.28 ns |
| Total GRT Usage | 0.0370 |
| Crit path cell chain | ha_4 > buf_4 > nand2_8 > mux2_2 |
| Final ANT Viol Nets | 0 |
| Die H | 121 um |
| Pins Over Slew Limit | 0 |
| Post-synth ARST share | 1.00 |
| Final std cells w/o fill | approximately 280 |
| Comb pwr share | 0.096 |
| Register cell area after layout | roughly 630 sq um |
| EDFF count, synth | 0 |
| CP Launch Type | flop |
| Leak pwr | between 0.7 and 0.8 nW |
| Cell variety after synth | 22 |
| CTS tree | built |
| DR DRC count | 0 |
| Syn Area/Cell | 12.0 sq um |
| Fillcell total | 1066 |
| Chip Area | roughly 0.015 sq mm |
| Core ar. | slightly below 0.01 sq mm |
| First-pass GRT wire length | about 4500 um |
| Crit path arrival time | roughly 1.5 ns |
| Hold Fails Final Rpt | 0 |
| Final Core Density | 0.186 |
| Final setup fails | 25 |
| Drt total wl | approximately 2700 um |
| Synth Register Bits | 25 |
| Switching power of the nets | between 0.4 and 0.5 mW |
| RSZ-0062 raised after global routing | yes |
| Worst path slowest cell | dfrtp_1 |
| Period utilisation layout | 1.31 |
| Slew headroom | 0.899 |
| CP Capture Type | flop |
| Setup CP Type | flop to flop |
| Vias post-DR | just under 900 |
| H-tree Lvls | 1 |
| Switching Fraction | 0.220 |
| Internal power | around 1.4 mW |
| Crit path largest cell delay | ~0.42 ns |
| Post-synth seq share | 0.575 |
| Deepest clock path buffer count | 2 |
| Initial drt markers | roughly 43 |
| Final Critical Period | approximately 1.3 ns |
| Clk root buf | clkbuf_8 |
| CTS Sinks | 25 |
| 1st-pass router iterations | 4 |
| Hold Buf Count CTS | 0 |
| Final clock skew | between 0.01 and 0.015 ns |
| I/O Pins | 24 |
| MI comb area | 518 sq um |
| Post-synthesis cell area | approximately 0.0011 sq mm |
| Clk pin slew, worst setup/hold paths | ~0.09 ns |
| Late-Pin Clk Latency | around 0.27 ns |
| CP top delay family | flip-flops |
| Buf/Inv on CP | 1 |
| Least-Margin Pin Slew | about 0.15 ns |
| Number of global-route vias before repair | about 930 |
| DP Wirelength | 1880 um |
| Power Density | a little over 1000 mW/mm^2 |
| Vias per Instance | roughly 3 |
| Primary FF master, synth | dfrtp_1 |
| CTS buffer count | 3 |
| # port buffers | 23 |
| Placed insts | ~260 |
| Core Rows | 36 |
| Largest net degree at the start of global routing | 24 |
| Synth warn | 2 |
| Peak supply drop | 604 uV |
| Synthesis-to-layout area growth | 68.7% |
| Post-Synthesis Cells | 91 |
| Wire per inst | 9.56 um |
| N_diodes | 0 |
| Final Wtd Congestion | 0.762 |
| Yosys stat chip area | between 0.001 and 0.0015 sq mm |
| Status | finished with violations |
| Clock power frac | 0.323 |
| Sequential share of power | 0.582 |
| # Cells Yosys | between 90 and 100 |
| Maximum clock rate | between 700 and 800 MHz |
| Final WS setup | -0.313 ns |
| GRT overflow | 0 |
| Initial antenna violation count | 0 |
| Worst-path fanout max | 8 |
| Die W | between 100 and 150 um |
| Failing checks | negative setup slack |
| Max-Cap Viols | 0 |
| Fp_density | 0.110 |
| Tool warnings | 30 |
| CP Data Required Time | between 1 and 1.5 ns |
| Worst hold path class | input port to asynchronous set/reset pin |
| Share of cells above drive strength 1 | 0.500 |
## what timing repair did
action                     4_1_cts  5_1_grt
resized                         48       16
buffers inserted                13        4
setup endpoints to repair       35       30
pin swaps                        1        4
## worst paths after layout
path                                           startpoint                              to  slack, ns  depth (start not counted)
setup / recovery           clk_valid_u.R_cnt[0]$_DFF_PN0_      R_recv_data[4]$_DFFE_PN0P_      -0.31                          4
hold / removal                                     I_rstn            R_cnt[1]$_DFFE_PN0P_       0.28                          2
setup reg to reg           clk_valid_u.R_cnt[0]$_DFF_PN0_      R_recv_data[4]$_DFFE_PN0P_      -0.31                          4
hold reg to reg                 R_transfer_en$_DFFE_PN0P_  clk_valid_u.R_cnt[0]$_DFF_PN0_       0.29                          2
max in group asynchronous                          I_rstn            R_cnt[0]$_DFFE_PN0P_       0.56                          2
min in group clk0                          I_send_data[7]      R_send_data[7]$_DFFE_PN0P_       0.46                          3
## layout by cell type (no fill, tap or decap), types with 4 or more instances in the layout
cell	instances
nand2_1	12
dfrtp_1	24
buf_6	4
buf_2	10
clkdlybuf4s50_1	11
mux2i_1	7
o21ai_1	9
mux2_2	7
buf_4	29
## layer usage
metal / GRT usage / up-vias / part of all wire
li1: - / 432 / -
met1: 0.0512 / 402 / 0.48
met2: 0.0551 / 30 / 0.42
met3: 0.0165 / 2 / 0.093
met4: 0.000754 / 0 / 0.0022
met5: 0 / - / 0
## synth_stat cells (2+ instances only)
master / n / area [sq um]
o21ai_1: 8 / 40.0
o21ai_0: 3 / 15.0
mux2_2: 9 / 101
dfrtp_1: 25 / 626
nand2_1: 13 / 48.8
nor2_1: 3 / 11.3
mux2i_1: 8 / 80.1
ha_1: 4 / 50.1
nand4_1: 2 / 12.5
inv_1: 3 / 11.3
nand2b_1: 2 / 12.5
## cell type report
cell class	instances	share of cell area
multi-input cells	60	0.282
inverters	3	0.00749
clock buffers	3	0.0225
clock inverters	1	0.00409
well taps	133	0.0906
flip-flops and latches	25	0.341
repair buffers	56	0.252
## registers in the layout, indices dropped and copies added (netlist names)
signal             count
R_transfer_en          1
clk_valid_u.R_cnt      2
R_recv_data            8
R_send_data            9
R_cnt                  5
## power by group through the flow
stage	Combinational (mW)	Sequential, mW	Clock (mW)
after global routing	0.201	1.08	0.673
after CTS	0.178	1.07	0.626
final	0.177	1.08	0.597
## cells by family after synthesis
family | count (synthesis) | share of synthesized area
multiplexers | 17 | 0.167
AND/OR/NAND/NOR | 25 | 0.111
adder cells (fa/ha/maj) | 4 | 0.0460
buffers and inverters | 6 | 0.0299
flip-flops | 25 | 0.575
XOR/XNOR | 1 | 0.00805
AND-OR/OR-AND | 13 | 0.0632
## per-stage QoR
stage                     total power [mW]  instance area, sq um  worst slack, ns  setup TNS [ns]
after floorplan                       1.14                  1100           -0.188           -3.28
after global placement                1.27                  1640           -0.250           -5.53
after detailed placement              1.28                  1640           -0.299           -6.02
after CTS                             1.88                  1740           -0.274           -5.75
after global routing                  1.96                  1840           -0.380           -7.78
final                                 1.85                  1840           -0.313           -5.82
No activity file was given, so power comes from the tool's default toggle rates.
